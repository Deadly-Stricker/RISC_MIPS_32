==> flow/run.sh <==
#!/bin/bash
# OpenROAD 26Q1-2900-gdf79404cd8, Yosys 0.63+post, stock flow scripts
make -C /OpenROAD-flow-scripts/flow DESIGN_CONFIG=/design/flow/config.mk WORK_HOME=/design/flow/orfs finish
==> flow/config.mk <==
export PLATFORM = sky130hd
export DESIGN_NAME = Rego26
export DESIGN_NICKNAME = Rego26
export VERILOG_FILES = /design/flow/design.v
export SDC_FILE = /design/flow/constraint.sdc
export NUM_CORES = 4
export LEC_CHECK = 1
export CORE_AREA = 10 10 83 83
export DIE_AREA = 0 0 93 93
export SYNTH_HDL_FRONTEND = slang
==> flow/constraint.sdc <==
current_design Rego26

set clk_period 1.0
set clk_io_pct 0.2

create_clock -name clk0 -period $clk_period [get_ports {clk}]

set non_clock_inputs [all_inputs -no_clocks]
set_input_delay [expr $clk_period * $clk_io_pct] -clock clk0 $non_clock_inputs
set_output_delay [expr $clk_period * $clk_io_pct] -clock clk0 [all_outputs]
==> flow/design.v <==
module Rego32(input clk,input [31:0] in,input stall,output reg [31:0] out);
always @(posedge clk ) begin
    out <=stall ?  out:in;
end
endmodule
module Rego6(input clk,input [5:0] in,input stall,output reg [5:0] out);
always @(posedge clk ) begin
    out <=stall ?  out:in;
end
endmodule
module Rego5(input clk,input [4:0] in,input stall,output reg [4:0] out);
always @(posedge clk ) begin
    out <=stall ?  out:in;
end
endmodule
module Rego15(input clk,input [14:0] in,input stall,output reg [14:0] out);
always @(posedge clk ) begin
    out <=stall ?  out:in;
end
endmodule
module Rego26(input clk,input [25:0] in,input stall,output reg [25:0] out);
always @(posedge clk ) begin
    out <=stall ?  out:in;
end
endmodule
module Rego2(input clk,input [1:0] in,input stall,output reg [1:0] out);
always @(posedge clk ) begin
    out <=stall ?  out:in;
end
endmodule
==> flow_metrics.py <==
# Generated from Yosys and OpenROAD reports
metrics = {
    "final_timing": {
        "finalMaxSlewViolations": 0,
        "finalSetupViolCount": 0,
        "finalHoldViolations": 0,
        "setup_tns_ps": 0,
        "worst_pin_slew_ps": 111,
        "final.min_clock_period_ps": 962,
        "finalClockPeriodUsage_pct": 96.2,
        "rsz0062_at_grt": "yes",
        "max_slew_margin_pct": 92.6,
        "fmax_mhz": 1040,
    },
    "synth": {
        "ys_ff": 26,
        "syn_area_sq_um": 785,
        "synthMostInstantiatedCell": "edfxtp_1",
        "top_cells_by_count": "edfxtp_1, inv_1",
        "yosys_warnings": 0,
        "syn_avg_cell_area_sq_um": 29.1,
        "synth_seq_share_pct": 99.5,
        "yosysUniqueCellTypes": 2,
        "top_cell_area_share_pct": 99.5,
        "synth_area_leader_cell": "edfxtp_1",
        "async_flop_share_pct": 0,
        "ys_cells": 27,
        "synth.area.top_cells": "edfxtp_1, inv_1",
        "edf_count": 26,
        "ff_type": "edfxtp_1",
        "synth_cells": 27,
        "ys_chip_area_sq_um": 785,
    },
    "job": {
        "warnings": 26,
        "max_cap_violations": 0,
    },
    "global_route": {
        "grt_overflow": 0,
        "grt_usage_pct": 4.57,
        "grt_pass1_wl_mm": 2.99,
        "grt_pass1_vias": 500,
        "grt_max_degree": 20,
        "antenna_found_initial": 0,
    },
    "power_and_ir_drop": {
        "switching_share_pct": 16.0,
        "total_power_w": 0.00235,
        "pwr-share-clk_pct": 35.7,
        "p_int_w": 0.00198,
        "p_sw_w": 0.000376,
        "pwr-share-comb_pct": 8.7,
        "p_leak_nw": 0.512,
        "seqPwrFrac_pct": 55.6,
        "vdd_drop_max_v": 0.000749,
        "power.density_nw_per_um2": 1710,
    },
    "critical_path": {
        "crit_chain": "buf_2",
        "worst-path-buf-inv": 1,
        "critical_path.max_fanout": 1,
        "crit_family": "flip-flops",
        "slowest_delay_ps": 380,
        "crit_required_ps": 800,
        "critPathLaunchType": "register",
        "worstSetupPathType": "reg -> out",
        "cp_slowest_cell": "edfxtp_1",
        "cp_data_arrival_time_ps": 760,
        "cp-end-kind": "primary output",
    },
    "cts": {
        "ctsHoldBuffers": 0,
        "postCtsSetupRepairBufs": 0,
        "numCtsBuffers": 3,
        "h-tree-depth": 1,
        "clockBufferDepth": 2,
        "path_clk_slew_ps": 90,
        "clock_sinks": 26,
        "clockRootBuffer": "clkbuf_8",
        "cts_tree": "built",
    },
    "hold_path": {
        "hp-class": "in -> reg",
    },
    "floorplanning": {
        "num_io_pins": 54,
        "die_width_microns": 93,
        "coreArea_sq_um": 5140,
        "rows": 26,
        "dieHeight_microns": 93,
        "die_area_sq_um": 8650,
        "fp-utilization_pct": 15.3,
    },
    "cells_and_area": {
        "drive_gt1_share_pct": 38.4,
        "reg_top3": "out (26)",
        "num-fill-cells": 547,
        "fin_cells": 156,
        "logic_gate_count": 0,
        "top_register": "out",
        "syn_to_final_growth_pct": 75.3,
        "largest_reg_flops": 26,
        "final_area_sq_um": 1380,
        "seqCellArea_sq_um": 781,
        "mi_logic_area_sq_um": 0,
    },
    "place": {
        "dpl-instance-area_sq_um": 1430,
        "place_inst": 152,
        "place_congestion": 0.695,
        "io_buffers": 53,
    },
    "drt": {
        "drc_errors": 0,
        "wirelength_mm": 2.06,
        "dr.first_iter.drc_count": 2,
        "firstDrtPassIters": 2,
        "avgRoutedWirePerCell_microns": 13.2,
        "via_per_inst": 2.99,
        "drt.antenna.violating_nets": 0,
        "diodes": 0,
        "dr_total_vias": 466,
    },
    "outcome": {
        "outcome": "completed",
    },
}
cell usage in the layout, fill, tap and decap left out, drive strengths merged:
master	n
buf	28
bufinv	1
clkbuf	3
clkdlybuf4s50	27
clkinvlp	1
edfxtp	26
metrics by stage:
stage	utilization (%)	hold WS, ps	worst slack (ps)
detailed placement	27.9	758	-245
CTS	26.8	476	20.8
global route	26.8	468	-12.6
floorplan	-	299	107
finish	26.8	486	37.7
global placement	27.9	757	-245
repair_timing:
item,4_1_cts,5_1_grt
pin swaps,0,0
setup endpoints to repair,26,8
gates resized,81,0
final timing paths:
kind                     from  slack, ps       to  cells past startpoint
worst max-delay path  out[13]         40  out[13]                      1
worst min-delay path   in[24]        490  out[24]                      1
final cells by class:
cell class / count / share of cell area (%)
repair buffers: 55 / 31.1
clock buffers: 3 / 3.00
clock inverters: 1 / 2.18
flip-flops and latches: 26 / 56.8
inverters: 1 / 0.546
well taps: 70 / 6.37
routing by layer:
metal	global-route usage [%]	part of all wire, %	vias up
met4	0.771	0.78	0
met1	5.09	36	212
li1	-	-	224
met2	7.24	49	28
met5	0	0	-
met3	3.07	15	2
logic make-up after synthesis:
| family | after synthesis | synth area share (%) |
|---|---|---|
| buf+inv | 1 | 0.478 |
| flops | 26 | 99.5 |
power by group through the flow:
| stage | logic (W) | registers (W) | clock network (W) |
|---|---|---|---|
| global route | 0.000226 | 0.00132 | 0.000927 |
| CTS | 0.000214 | 0.00131 | 0.000877 |
| finish | 0.000204 | 0.00131 | 0.000841 |
No activity file was given, so power comes from the tool's default toggle rates.
